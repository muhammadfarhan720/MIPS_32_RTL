[flow/design.v]
module ADD(
     data1,
     data2,
     sum
    );
input [31:0] data1;
input [31:0] data2;
output [31:0]sum;
assign sum = data1 + data2 ;
endmodule
module ADDPLUS4(
     data1,
    data2,
    sum
    );
input [31:0] data1;
input [31:0] data2;
output [31:0]sum;
assign sum = data1 + data2;
endmodule
module ALU(
     Read_data_1,
     Read_data_2,
     ALUControl,
     ALUresult,
     isZero
    );
input [31:0] Read_data_1, Read_data_2;
input [3:0] ALUControl;
output reg [31:0] ALUresult;
output isZero;
parameter [3:0] addcode = 4'b0010;
parameter [3:0] subcode = 4'b0110;
parameter [3:0] andcode = 4'b0000;
parameter [3:0] orcode = 4'b0001;
parameter [3:0] sltcode= 4'b0111;
always @(*)begin
casez (ALUControl) 
addcode: ALUresult = Read_data_1 + Read_data_2;
subcode: ALUresult = Read_data_1 - Read_data_2;
andcode: ALUresult = Read_data_1 & Read_data_2;
orcode: ALUresult = Read_data_1 | Read_data_2;
sltcode: begin  
if(Read_data_1 < Read_data_2)
ALUresult = 32'b00000000000000000000000000000001;
else
ALUresult = 32'b00000000000000000000000000000000;
end
default : ALUresult=32'b0; 
endcase
end
assign isZero= (ALUresult == 32'b0)? 1:0;
endmodule
 module ALUCONTROL(ALUop,Funct,ALUControlout);  
 input [1:0] ALUop;  
 input [5:0] Funct;  
 output  reg [3:0] ALUControlout;  
 wire [7:0] ALUControlIn; 
 assign  ALUControlIn = {ALUop,Funct};  
 always @(*)begin
 casez (ALUControlIn)  
  8'b00??????: ALUControlout=4'b0010;  
  8'b01??????: ALUControlout=4'b0110;  
  8'b10100000: ALUControlout=4'b0010;  
  8'b10100010: ALUControlout=4'b0110;  
  8'b10100100: ALUControlout=4'b0000;
  8'b10100101: ALUControlout=4'b0001;
  8'b10101010: ALUControlout=4'b0111;  
  default: ALUControlout=4'b0000;  
  endcase  
 end
 endmodule  
module AND(e,f,g);
input e,f; 
output  g; 
 assign g= e & f ;
endmodule
module CONTROL(
     opcode,
     RegDst,
     Branch,
     MemRead,
     MemtoReg,
     MemWrite,
     ALUSrc,
     RegWrite,
     ALUOp
    );
input [5:0] opcode;
output RegDst, Branch, MemRead, MemtoReg, MemWrite, ALUSrc, RegWrite;
output [1:0] ALUOp;
reg RegDst, Branch, MemRead, MemtoReg, MemWrite, ALUSrc, RegWrite;
reg [1:0] ALUOp;
always @(*)
begin
casez(opcode)
6'b000000: {RegDst, ALUSrc, MemtoReg, RegWrite, MemRead, MemWrite, Branch,ALUOp} = 9'b100100010;  
6'b100011: {RegDst, ALUSrc, MemtoReg, RegWrite, MemRead, MemWrite, Branch,ALUOp}=9'b011110000;   
6'b101011: {RegDst, ALUSrc, MemtoReg, RegWrite, MemRead, MemWrite, Branch,ALUOp}=9'bx1x001000;   
6'b000100: {RegDst, ALUSrc, MemtoReg, RegWrite, MemRead, MemWrite, Branch,ALUOp}=9'bx0x000101;   
default: {RegDst, ALUSrc, MemtoReg, RegWrite, MemRead, MemWrite, Branch,ALUOp}=9'b0;
endcase
end
endmodule
module DATAMEMORY(
     Address,
     MemWrite,
     MemRead,
     WriteData,
     clock,
     ReadData
    );
input [31:0] Address;
input MemWrite;
input MemRead;
input [31:0] WriteData;
input clock;
output [31:0] ReadData;
reg [31:0] ReadData;
reg [31:0] RAM[0:63];
integer i;
initial
begin
for(i=0;i<64;i=i+1)
RAM[i]=0;
end
always @(posedge clock)begin
if(MemWrite==1'b1)
RAM[Address]<=WriteData;
else if(MemRead==1'b1)
ReadData<=RAM[Address];
else 
begin
RAM[Address]<=32'bx;
ReadData<=32'bx;
end
end
endmodule
module INSTRUCTIONMEMORY(
     ReadAddress,
     Instruction
    );
input [31:0] ReadAddress;
output wire [31:0] Instruction;
reg [31:0] Imemory[0:64];   
initial begin
    Imemory[0]  = 32'b00000010001100100100000000100000;  
    Imemory[1]  = 32'b0;
    Imemory[2]  = 32'b0;
    Imemory[3]  = 32'b0;
    Imemory[4]  = 32'b00000010011101000100100000100000;  
    Imemory[5]  = 32'b0;
    Imemory[6]  = 32'b0;
    Imemory[7]  = 32'b0;
    Imemory[8]  = 32'b00000001000010011000000000100010;  
    Imemory[9]  = 32'b0;
    Imemory[10] = 32'b0;
    Imemory[11] = 32'b0;
    Imemory[12] = 32'b00010010100100000000000000001100;  
    Imemory[13] = 32'b0;
    Imemory[14] = 32'b0;
    Imemory[15] = 32'b0;
    Imemory[16] = 32'b10101110000010100000000000000000;  
    Imemory[17] = 32'b0;
    Imemory[18] = 32'b0;
    Imemory[19] = 32'b0;
    Imemory[20] = 32'b0;
    Imemory[21] = 32'b0;
    Imemory[22] = 32'b0;
    Imemory[23] = 32'b0;
    Imemory[24] = 32'b0;
    Imemory[25] = 32'b0;
    Imemory[26] = 32'b0;
    Imemory[27] = 32'b0;
    Imemory[28] = 32'b0;
    Imemory[29] = 32'b0;
    Imemory[30] = 32'b0;
    Imemory[31] = 32'b0;
    Imemory[32] = 32'b0;
    Imemory[33] = 32'b0;
    Imemory[34] = 32'b0;
    Imemory[35] = 32'b0;
    Imemory[36] = 32'b0;
    Imemory[37] = 32'b0;
    Imemory[38] = 32'b0;
    Imemory[39] = 32'b0;
    Imemory[40] = 32'b0;
    Imemory[41] = 32'b0;
    Imemory[42] = 32'b0;
    Imemory[43] = 32'b0;
    Imemory[44] = 32'b0;
    Imemory[45] = 32'b0;
    Imemory[46] = 32'b0;
    Imemory[47] = 32'b0;
    Imemory[48] = 32'b0;
    Imemory[49] = 32'b0;
    Imemory[50] = 32'b0;
    Imemory[51] = 32'b0;
    Imemory[52] = 32'b0;
    Imemory[53] = 32'b0;
    Imemory[54] = 32'b0;
    Imemory[55] = 32'b0;
    Imemory[56] = 32'b0;
    Imemory[57] = 32'b0;
    Imemory[58] = 32'b0;
    Imemory[59] = 32'b0;
    Imemory[60] = 32'b0;
    Imemory[61] = 32'b0;
    Imemory[62] = 32'b0;
    Imemory[63] = 32'b0;
    Imemory[64] = 32'b00000010001100100100000000100000;  
end
assign Instruction = Imemory[ReadAddress];
endmodule
`timescale 1ns / 1ps
module MIPS_top(
     globalclock,
     globalreset,   
_isZero
);
input globalclock,globalreset;
wire [31:0] _Instruction;
wire [31:0] _pcout  ;
wire [31:0] _mux_out_branchornot;
wire [3:0] _ALUControl;  
wire [31:0] _mux_out_regfiledata;
wire [31:0] _ReadData1;
wire [31:0] _ReadData2;
wire _Branch;
wire  _RegDst,_MemRead,_MemtoReg,_MemWrite,_ALUSrc,_RegWrite;
wire [1:0] _ALUOp;
wire [31:0] _sign_out;
wire [31:0] _shift_out;
wire [31:0] _sum_pcplus4;
wire [31:0] _sum_branchadder;
wire [31:0] _mux_out_alusrc;
wire _sel_branchornot;
wire [4:0] _mux_out_regfiledest_5b;
wire [31:0] _ReadData;
wire [31:0] _ALUresult;
output wire  _isZero;
PC mypc(
    .clock(globalclock),
    .reset(globalreset),
    .pcin(_mux_out_branchornot),
    .pcout(_pcout)
);
INSTRUCTIONMEMORY myinstructionmemory(
    .ReadAddress(_pcout),
    .Instruction(_Instruction)
);
REGISTERS myregisters(
    .ReadRegister1(_Instruction[25:21]),
    .ReadRegister2(_Instruction[20:16]),
    .WriteRegister(_mux_out_regfiledest_5b),
    .WriteData_reg(_mux_out_regfiledata),
    .RegWrite(_RegWrite),
    .ReadData1(_ReadData1),
    .ReadData2(_ReadData2),
    .clock(globalclock)
);
CONTROL mycontrol(
    .opcode(_Instruction[31:26]),
    .RegDst(_RegDst),
    .Branch(_Branch),
    .MemRead(_MemRead),
    .MemtoReg(_MemtoReg),
    .ALUOp(_ALUOp),
    .MemWrite(_MemWrite),
    .ALUSrc(_ALUSrc),
    .RegWrite(_RegWrite)
);
SIGNEXTEND mysignextend( 
    .sign_in(_Instruction[15:0]), 
    .sign_out(_sign_out) 
);
SHIFTLEFT myshiftleft( 
    .shift_in(_sign_out), 
    .shift_out(_shift_out) 
);
ADDPLUS4 myadd_pc_plus4(
    .data1(_pcout),
    .data2(32'd4),
    .sum(_sum_pcplus4)
);
ADD myadd_branchadder(
    .data1(_sum_pcplus4), 
    .data2(_shift_out), 
    .sum(_sum_branchadder)
);
MUX5B mymux_regfiledest( 
    .mux_in_1(_Instruction[20:16]), 
    .mux_in_2(_Instruction[15:11]), 
    .sel(_RegDst), 
    .mux_out(_mux_out_regfiledest_5b) 
);
MUX mymux_alusrc( 
    .mux_in_1(_ReadData2), 
    .mux_in_2(_sign_out), 
    .sel(_ALUSrc), 
    .mux_out(_mux_out_alusrc) 
);
AND a(
    .e(_Branch),
    .f(_isZero),
    .g(_sel_branchornot)
);
MUX mymux_branchornot( 
    .mux_in_1(_sum_pcplus4), 
    .mux_in_2(_sum_branchadder), 
    .sel(_sel_branchornot), 
    .mux_out(_mux_out_branchornot) 
);
MUX mymux_regfiledata( 
    .mux_in_1(_ALUresult), 
    .mux_in_2(_ReadData), 
    .sel(_MemtoReg), 
    .mux_out(_mux_out_regfiledata) 
);
ALUCONTROL myalucontrol( 
    .ALUop(_ALUOp), 
    .Funct(_Instruction[5:0]), 
    .ALUControlout(_ALUControl) 
);
DATAMEMORY mydatamemory(
    .Address(_ALUresult),
    .MemWrite(_MemWrite),
    .MemRead(_MemRead),
    .WriteData(_ReadData2),
    .clock(globalclock),
    .ReadData(_ReadData)
);
ALU myalu( 
    .Read_data_1(_ReadData1), 
    .Read_data_2(_mux_out_alusrc), 
    .ALUControl(_ALUControl), 
    .ALUresult(_ALUresult),
    .isZero(_isZero) 
);
endmodule
module MUX(mux_in_1,mux_in_2,sel,mux_out);
input [31:0] mux_in_1;
input [31:0] mux_in_2;
input sel;
output [31:0] mux_out;
assign mux_out=(sel==0)?mux_in_1:mux_in_2;
endmodule
module MUX5B(mux_in_1,mux_in_2,sel,mux_out);
input [4:0] mux_in_1;
input [4:0] mux_in_2;
input sel;
output [4:0] mux_out;
assign mux_out= (sel)? mux_in_2:mux_in_1;
endmodule
module PC (clock, reset, pcin, pcout);
	input clock, reset;
	input [31:0] pcin;
	output [31:0] pcout;
	reg [31:0] pcout;
	always @ (posedge clock or posedge reset)
	begin
		if(reset==1'b1)
			pcout<=0;
		else
			pcout<=pcin;
	end
endmodule
module REGISTERS(
     ReadRegister1,
     ReadRegister2,
     WriteRegister,
     WriteData_reg,
     RegWrite,
     clock,
     ReadData1,
     ReadData2
    );
input [4:0] ReadRegister1, ReadRegister2, WriteRegister;
input [31:0] WriteData_reg;
input RegWrite;
input clock; 
output [31:0] ReadData1, ReadData2;
reg [31:0] ReadData1, ReadData2; 
reg [31:0] REG[0:31];
initial begin
    REG[0]  = 32'd0;
    REG[1]  = 32'd0;
    REG[2]  = 32'd0;
    REG[3]  = 32'd0;
    REG[4]  = 32'd0;
    REG[5]  = 32'd0;
    REG[6]  = 32'd0;
    REG[7]  = 32'd0;
    REG[8]  = 32'd0;
    REG[9]  = 32'd0;
    REG[10] = 32'd11;  
    REG[11] = 32'd0;
    REG[12] = 32'd0;
    REG[13] = 32'd0;
    REG[14] = 32'd0;
    REG[15] = 32'd0;
    REG[16] = 32'd0;
    REG[17] = 32'd5;   
    REG[18] = 32'd6;   
    REG[19] = 32'd3;   
    REG[20] = 32'd4;   
    REG[21] = 32'd0;
    REG[22] = 32'd0;
    REG[23] = 32'd0;
    REG[24] = 32'd0;
    REG[25] = 32'd0;
    REG[26] = 32'd0;
    REG[27] = 32'd0;
    REG[28] = 32'd0;
    REG[29] = 32'd0;
    REG[30] = 32'd0;
    REG[31] = 32'd0;
end
always@(posedge clock)
begin
if(RegWrite==1'b1)
REG[WriteRegister]<=WriteData_reg;
else
begin
ReadData1 <= REG[ReadRegister1];
ReadData2 <= REG[ReadRegister2];
end
end
endmodule
module SHIFTLEFT(
     shift_in,
     shift_out
    );
    input [31:0] shift_in;
output [31:0] shift_out;
reg [31:0] shift_out;
reg [29:0] temp;
always @(shift_in)
shift_out= shift_in<<2;
endmodule
module SIGNEXTEND(sign_in, sign_out);
input [15:0] sign_in;
output [31:0] sign_out;
reg [31:0] sign_out;
reg [31:0] tmp;
integer i;
initial
begin
sign_out <=32'b0;
end
always @(sign_in)
if(sign_in[15] == 0)
sign_out = {32'b000000000000000000,sign_in};
else
sign_out = {32'b111111111111111111,sign_in};
endmodule
[flow/run.sh]
#!/bin/bash
# OpenROAD 26Q1-2900-gdf79404cd8, Yosys 0.63+post, stock flow scripts
make -C /OpenROAD-flow-scripts/flow DESIGN_CONFIG=/design/flow/config.mk WORK_HOME=/design/flow/orfs finish
[flow/config.mk]
export PLATFORM = sky130hd
export DESIGN_NAME = MIPS_top
export DESIGN_NICKNAME = MIPS_top
export VERILOG_FILES = /design/flow/design.v
export SDC_FILE = /design/flow/constraint.sdc
export NUM_CORES = 4
export LEC_CHECK = 1
export CORE_UTILIZATION = 40
export SYNTH_MEMORY_MAX_BITS = 65536
[flow/constraint.sdc]
current_design MIPS_top

set clk_period 44.0
set clk_io_pct 0.2

create_clock -name clk0 -period $clk_period [get_ports {globalclock}]

set non_clock_inputs [all_inputs -no_clocks]
set_input_delay [expr $clk_period * $clk_io_pct] -clock clk0 $non_clock_inputs
set_output_delay [expr $clk_period * $clk_io_pct] -clock clk0 [all_outputs]
==> results_slide.txt <==
Implementation Results

Timing
  • Peak Freq: 60.5 MHz
  • Final setup vio count: 0
  • Setup TNS: 0 ns
  • Relative slew slack: 43.9%
  • Final max-slew violation count: 0
  • Worst-margin pin slew: 0.820 ns
  • Tmin final: 16.54 ns
  • RSZ-0062 raised after global routing: false
  • Fin Clk Skew: 0.0366 ns
  • Cycle use final: 37.6%
  • Final Hold Fails: 0

Synthesis
  • Synth mux share: 21.8%
  • Cells after Synth: 3,417
  • Synthesis Warnings: 9
  • Main logic family: multiplexers
  • Distinct cells, synth: 80
  • Area of the mapped netlist: 53,200 um2
  • Area reported by Yosys stat: 53,200 um2
  • Seq/Total Area, Yosys: 61.6%
  • Ys cells: 3,417
  • Number of enable flip-flop cells: 1,088
  • Synth Area per Inst: 15.6 um2
  • Simple share: 9.87%
  • Synth async-reset ratio: 0.457%
  • Xor/xnor share of the synthesized area: 0.724%
  • Dominant register cell: edfxtp_1
  • Synthesized flop and latch total: 1,093
  • Adder Area Share: 1.02%
  • Yosys aoi share: 3.13%

Power and ir drop
  • Power Density: 34.0 nW/um2
  • Power share of the combinational group: 1.6%
  • Switch share: 19.6%
  • Clock power share: 42.7%
  • Worst ir drop on vdd: 0.0325 mV
  • Internal power: 1.69 mW
  • Seq pwr share: 55.6%
  • Psw: 413 uW
  • Leak: 22.3 nW

Floorplan
  • Chip area: 135,000 um2
  • FP Core Util: 40.4%
  • Die Ht: 367 um
  • Row count: 133
  • I/O pins: 3
  • Core Footprint: 132,000 um2
  • Die X: 367 um

GRT
  • Total GRT Usage: 20.5%
  • Total global routing overflow: 0
  • Antenna violations before repair: 2
  • First-pass GRT wire length: 193 mm
  • Via count of the first global-routing pass: 33,104
  • Largest net degree at the start of global routing: 97

Critical path
  • Cell Chain, Critical Path: nor3_2 -> nand2_4 -> inv_8 -> nand2b_2 -> o21a_1 -> o21ai_0 -> inv_1 -> ha_1 -> nor2b_1 -> o2111ai_1 -> a211o_1 -> a21oi_1 -> o21bai_1 -> o2111ai_1 -> a21oi_1 -> a311o_2 -> nor3_1 -> clkdlybuf4s50_1
  • Reg2Reg Depth: 21
  • Critical Path Start: mypc.pcout[5]
  • Worst Path Max Fanout: 57
  • FF-to-FF setup slack: 36.81 ns
  • R2R Path End: mypc.pcout[3]
  • Slowest cell on crit path: dfrtp_1
  • Worst setup path category: reg -> out
  • Crit end category: primary output
  • Delay of the slowest critical-path stage: 0.61 ns
  • Critical path arrival: 7.74 ns
  • Critical path required time: 35.20 ns
  • FF-to-FF Start: mypc.pcout[5]
  • Type of origin of the critical path: register

Status
  • Status: finished clean

Clock tree
  • CTS sink count: 1,093
  • # Post-CTS Setup Buffers: 0
  • CTS tree: done
  • Longest Clk Path Bufs: 3
  • Total CTS buffers: 114
  • Clock latency (worst-skew pair): 0.74 ns
  • Clock root cell: clkbuf_16
  • Gates resized, CTS repair: 0
  • Clock transition at path regs: 0.06 ns
  • H-tree depth: 3
  • Post-cts hold-fix buffer tally: 0

Drt
  • Residual DRC: 0
  • Vias per cell: 5.34
  • DR iter-0 viols: 2,389
  • Drt pass-1 iters: 7
  • DR WL/cell: 20.7 um
  • # diodes: 0
  • Routed WL: 124 mm
  • Vias: 32,098
  • Antenna-violating nets left: 0

Final layout
  • Fraction of layout cells with a size suffix above 1: 19.6%
  • Flip-flop and latch area: 32,800 um2
  • Layout area overhead: 16.4%
  • Commonest Layout Cell: edfxtp_1
  • Final Core Density: 47.0%
  • Fill count: 11,382
  • Non-filler cells, final: 6,006
  • Top cells excl fill/tap: 1,088 x edfxtp_1, 768 x conb_1, 657 x nand2_1, 512 x mux4_2, 351 x nand3_1
  • Logic area: 22,600 um2

Placement
  • Placed instance count: 5,802
  • GP Congestion: 0.952
  • Count of buffers from port buffering: 2
  • Post-DP HPWL: 74.9 mm

Job
  • Max Cap Violations: 0
  • Tool warning count: 32

Min path
  • Min-delay src: mypc.pcout[2]
  • Hold-critical path depth: 1
  • Hold Path Sink: mypc.pcout[2]
  • Hold crit path type: reg -> reg
## logic make-up after synthesis
logic type      after synthesis
flops                      1093
buf+inv                     259
simple gates               1185
xor+xnor                     44
fa+ha+maj                    43
other cells                   1
compound gates              274
mux                         518
## critical path, delay by kind of cell (launching register included)
family	cells	cell delay (ns)
DFF	1	0.61
AOI/OAI and AO/OA	9	3.01
and+or+nand+nor	5	1.87
buffers and inverters	3	1.22
adders and majority gates	1	0.27
## cell type report
| cell class | instances | share of cell area (%) |
|---|---|---|
| inverters | 19 | 0.127 |
| well taps | 1755 | 3.54 |
| repair buffers | 103 | 1.34 |
| flip-flops and latches | 1093 | 52.9 |
| multi-input cells | 2832 | 36.5 |
| clock buffers | 143 | 4.85 |
| clock inverters | 61 | 0.751 |
## per-layer routing
layer	share of wire, %	GRT usage, %
met1	38	29.7
met2	48	30.5
met3	11	10.2
met4	2.4	3.94
met5	0.060	0.285
## flip-flops by register name (all words and copies together) (netlist names)
name,count
mypc.pcout,5
myregisters.REG,1024
myregisters.ReadData1,32
myregisters.ReadData2,32
## through the flow
step / power, mW / hold WS, ns / cell area, um2 / setup slack, ns
after floorplan: 1.22 / 0.597 / 56100 / 28.16
after global placement: 1.22 / 0.635 / 58500 / 28.17
after detailed placement: 1.23 / 0.650 / 58500 / 28.17
after CTS: 2.13 / 0.670 / 62000 / 27.33
after global routing: 2.18 / 0.692 / 62000 / 26.85
final: 2.10 / 0.665 / 62000 / 27.46
## cells in the mapped netlist (3+ instances only)
master | count | share of area [%]
o2111ai_1 | 3 | 0.049
and2_1 | 11 | 0.13
and3_1 | 4 | 0.047
edfxtp_1 | 1088 | 61
nor4_1 | 9 | 0.11
or3_1 | 4 | 0.047
o21ai_0 | 124 | 1.2
o21bai_1 | 7 | 0.099
nor2_1 | 51 | 0.36
nand4b_1 | 3 | 0.049
dfrtp_1 | 5 | 0.24
nand4_1 | 20 | 0.24
nor3_1 | 27 | 0.25
xor2_1 | 25 | 0.41
nand2_1 | 660 | 4.7
nand2b_1 | 8 | 0.094
mux4_2 | 512 | 22
nand3_1 | 352 | 3.3
a31o_2 | 3 | 0.049
buf_2 | 8 | 0.075
o211ai_1 | 9 | 0.13
ha_1 | 42 | 0.99
or4_1 | 4 | 0.056
a211o_1 | 3 | 0.049
a22oi_1 | 5 | 0.071
nor2b_1 | 7 | 0.082
clkbuf_1 | 146 | 1.0
mux2i_1 | 4 | 0.075
o31ai_1 | 6 | 0.085
a21o_1 | 11 | 0.16
and4_1 | 5 | 0.082
a21oi_1 | 54 | 0.51
o21a_1 | 12 | 0.17
inv_1 | 18 | 0.13
a31oi_1 | 11 | 0.13
buf_1 | 85 | 0.60
xnor2_1 | 19 | 0.31
## worst max-delay path by stage
stage,endpoint,slack [ns],cells past startpoint
after CTS,_isZero,27.33,18
after global routing,_isZero,26.85,20
final,_isZero,27.46,18
## power by group through the flow
| stage | clock, mW | combinational [mW] | sequential [mW] |
|---|---|---|---|
| finish | 0.900 | 0.0338 | 1.17 |
| CTS | 0.924 | 0.0342 | 1.17 |
| global route | 0.963 | 0.0388 | 1.17 |
Power figures rest on the tool's default switching activity, not on a simulated workload.
